File: design/flow/constraint.sdc
current_design updowncounter

set clk_period 2.8
set clk_io_pct 0.2

create_clock -name clk0 -period $clk_period [get_ports {clk}]

set non_clock_inputs [all_inputs -no_clocks]
set_input_delay [expr $clk_period * $clk_io_pct] -clock clk0 $non_clock_inputs
set_output_delay [expr $clk_period * $clk_io_pct] -clock clk0 [all_outputs]
File: design/flow/run.sh
#!/bin/bash
# OpenROAD 26Q1-2900-gdf79404cd8, Yosys 0.63+post, stock flow scripts
make -C /OpenROAD-flow-scripts/flow DESIGN_CONFIG=/design/flow/config.mk WORK_HOME=/design/flow/orfs finish
File: design/flow/design.v
module updowncounter(rst_,ld_cnt,updn_cnt,count_enb,clk,data_in,data_out);
	input logic rst_,ld_cnt,updn_cnt,count_enb,clk;
	input logic [15:0] data_in;
	output logic [15:0] data_out;
 	always_ff @(posedge clk,negedge rst_)begin 
		if(!rst_) 
			data_out <= 16'b0;
		else begin 
			if(!ld_cnt)
				data_out <= data_in;
			else if (count_enb)
				if (updn_cnt)
					data_out <= data_out +1;
				else
					data_out <= data_out -1;
		end				
	end
endmodule
File: design/flow/config.mk
export PLATFORM = sky130hd
export DESIGN_NAME = updowncounter
export DESIGN_NICKNAME = updowncounter
export VERILOG_FILES = /design/flow/design.v
export SDC_FILE = /design/flow/constraint.sdc
export NUM_CORES = 4
export LEC_CHECK = 1
export CORE_UTILIZATION = 30
export SYNTH_HDL_FRONTEND = slang
==> results_slide.txt <==
Implementation Results

Status
  – Outcome: finished, final reports clean

Yosys
  – Most area-hungry cell type in the Yosys netlist: sky130_fd_sc_hd__dfrtp_1
  – Xor-xnor portion of the synthesized cell area: 7.18%
  – Post-synth regs: 16
  – Compound Share, Synth: 25.5%
  – Post-synth EDFFs: 0
  – Simple-gate area share of the yosys netlist: 17.2%
  – Post-synth area from yosys stat: 1460 sq um
  – Instance count of the mapped netlist: 166
  – Syn Std Cell Area: 1460 sq um
  – Fraction of post-synthesis cell area in the top cell type by area: 27.4%
  – Share of the yosys chip area belonging to registers: 27.4%
  – Multiplexer share of the synthesized area: 6.24%
  – Commonest flop: sky130_fd_sc_hd__dfrtp_1
  – Largest logic family: AND-OR/OR-AND gates
  – Share of async-settable or async-resettable flops after synthesis: 100%
  – Count of unique library cells instantiated by Yosys: 44
  – Leading cell types by total area after synthesis: sky130_fd_sc_hd__dfrtp_1 27%, sky130_fd_sc_hd__ha_1 12%, sky130_fd_sc_hd__a21oi_1 5.8%
  – Syn Area/Cell: 8.82 sq um
  – Adder share: 13.3%
  – Number of cell instances after yosys synthesis: 166
  – Count of warnings emitted by yosys: 0

Final layout
  – Post-layout instance area: 2190 sq um
  – Share of post-route cells with drive strength above 1: 19.2%
  – Number of flip-flops under the largest register name: 16
  – Area growth, synth to finish: 49.7%
  – Fill cells: 460
  – Biggest registers after layout: data_out: 16 flops
  – Top reg by flops: data_out

STA
  – Fmax: 0.381 GHz
  – Endpoints failing hold: 0
  – Number of max-slew violations in the final report: 0
  – Post-Route Skew: 0.00534 ns
  – Shortest period the worst path allows: 2.62 ns
  – Number of setup violations in the final report: 0
  – Hold_ws: 0.535 ns
  – Transition at the pin with the smallest max-transition slack: 0.491 ns
  – Max-slew headroom: 67.1%
  – Share of the cycle needed by the critical path after routing: 93.6%
  – Unrepaired setup endpoints after global routing: no

Setup path
  – Arrival time of the worst setup path: 2.76 ns
  – CP max FO: 6
  – Kind of end point of the critical path: flip-flop
  – Startpoint types: input port
  – Crit Path Class: input port to flip-flop
  – Critical path required time: 2.93 ns

Placed design
  – Total half-perimeter wirelength after legalization and detailed placement: 2950 um
  – IO Port Bufs: 36
  – Final weighted congestion of routability-driven global placement: 0.830
  – Post-Place Cell Area: 2150 sq um

Power
  – Power per Cell Area: 557 nW/um^2
  – Leakage Power: 0.00100 uW
  – Maximum ir drop on the vdd rail: 0.342 mV
  – Overall Power: 1220 uW

Clock tree
  – Number of cells upsized or downsized after cts: 0
  – Cell at the root of the clock tree: sky130_fd_sc_hd__clkbuf_8
  – Clock tree from TritonCTS: built
  – CTS buffer count: 3
  – Clock input transition at the sequential cells of the worst setup and hold paths: 0.07 ns
  – Clock Tree Buf Depth: 2
  – CTS sink cnt: 16
  – Later-pin clock latency in the skew report: 0.25 ns
  – Total number of H-tree levels: 1
  – Count of buffers added by post-CTS timing repair for setup: 0
  – CTS Hold Bufs: 0

Global route
  – Number of global-route vias before repair: 1388
  – Maximum number of pins on one net before global-route repair: 17
  – First-pass GRT wire length: 6220 um
  – Global Route Usage Sum: 15.4%
  – Initial antenna violation count: 0
  – Overflow left after global routing: 0

Hold path
  – Worst Hold Class: flip-flop to flip-flop

Routing
  – Final routed wire length divided by cell count: 12.2 um
  – Number of vias in the routed layout: 1417
  – 1st-pass router iterations: 4
  – Total antenna diodes in the routed design: 0
  – Via count normalized by instance count: 4.71
  – Total length of routed wires: 3670 um
  – Post-detailed-route DRC marker count: 0
  – Count of antenna-violating nets left after detailed routing: 0
  – 1st-iter DRT viols: 62

Floorplanning
  – Starting Density: 31.0%
  – Horizontal die dimension: 71.9 um
  – Die Size: 5160 sq um
  – Placeable core region: 4720 sq um
  – Chip height: 71.9 um
  – Row cnt: 25
  – # IOs: 37

Job
  – Maximum Capacitance Violations: 0
  – Count of tool warnings: 25
-- cell type report --
cell class | count | area (sq um) | area share, %
Sequential cell | 16 | 400 | 18.3
Tap cell | 67 | 83.8 | 3.82
Clock buffer | 3 | 41.3 | 1.88
Inverter | 6 | 22.5 | 1.03
Multi-Input combinational cell | 139 | 1020 | 46.3
Timing Repair Buffer | 70 | 628 | 28.7
-- through the flow --
stage               TNS [ns]  cells  util, %  setup WS [ns]
floorplan                  0    166        -          0.312
global placement      -0.172    298     45.5        -0.0683
detailed placement    -0.245    298     45.5        -0.0899
CTS                        0    301     46.4          0.184
global route               0    301     46.4         0.0268
finish                     0    301     46.4          0.178
-- layout by cell type, fill, tap and decap left out, types with 3 or more instances in the layout --
cell / count
sky130_fd_sc_hd__dfrtp_1: 16
sky130_fd_sc_hd__buf_4: 33
sky130_fd_sc_hd__a21o_1: 7
sky130_fd_sc_hd__clkdlybuf4s50_1: 36
sky130_fd_sc_hd__nand2_1: 9
sky130_fd_sc_hd__clkbuf_8: 3
sky130_fd_sc_hd__nand2b_1: 3
sky130_fd_sc_hd__and2_1: 3
sky130_fd_sc_hd__xor2_1: 3
sky130_fd_sc_hd__nor2_1: 14
sky130_fd_sc_hd__o21ai_0: 12
sky130_fd_sc_hd__inv_1: 6
sky130_fd_sc_hd__nand4_1: 5
sky130_fd_sc_hd__mux2i_1: 8
sky130_fd_sc_hd__a22oi_1: 5
sky130_fd_sc_hd__ha_1: 14
sky130_fd_sc_hd__a21oi_1: 17
sky130_fd_sc_hd__xnor2_1: 9
-- cell families (layout without fill, tap and decap cells) --
logic type                 after synthesis  count (layout)
adders and majority gates               15              15
muxes                                    9               9
and+or+nand+nor                         47              47
xor gates and xnor gates                12              12
buffers and inverters                   11              79
AOI/OAI and AO/OA                       56              56
DFF                                     16              16
-- power breakdown --
group,switching [uW],total (uW),internal [uW]
clock,78.3,174,95.3
combinational,301,734,433
sequential,39.3,314,275
total,419,1220,803
-- worst max-delay path, cell delays in order --
cell and delay [ns]:
sky130_fd_sc_hd__clkdlybuf4s50_1 0.48, sky130_fd_sc_hd__inv_1 0.11, sky130_fd_sc_hd__buf_12 0.15, sky130_fd_sc_hd__ha_1 0.33
sky130_fd_sc_hd__o21ai_0 0.14, sky130_fd_sc_hd__o21bai_1 0.12, sky130_fd_sc_hd__a21o_2 0.24, sky130_fd_sc_hd__a31o_4 0.25
sky130_fd_sc_hd__mux2i_1 0.11, sky130_fd_sc_hd__a221o_1 0.26
-- metal layers --
metal	global-route usage [%]	wire (um)
met3	2.43	132
met1	21.8	1820
met4	0.436	15
met2	26.7	1700
met5	0	0
-- Yosys cell counts, types with 2 or more instances --
| library cell | count |
|---|---|
| sky130_fd_sc_hd__a21oi_1 | 17 |
| sky130_fd_sc_hd__dfrtp_1 | 16 |
| sky130_fd_sc_hd__ha_1 | 14 |
| sky130_fd_sc_hd__nor2_1 | 14 |
| sky130_fd_sc_hd__o21ai_0 | 12 |
| sky130_fd_sc_hd__nand2_1 | 9 |
| sky130_fd_sc_hd__xnor2_1 | 9 |
| sky130_fd_sc_hd__mux2i_1 | 8 |
| sky130_fd_sc_hd__a21o_1 | 7 |
| sky130_fd_sc_hd__inv_1 | 6 |
| sky130_fd_sc_hd__a22oi_1 | 5 |
| sky130_fd_sc_hd__nand4_1 | 5 |
| sky130_fd_sc_hd__and2_1 | 3 |
| sky130_fd_sc_hd__nand2b_1 | 3 |
| sky130_fd_sc_hd__xor2_1 | 3 |
| sky130_fd_sc_hd__a21boi_0 | 2 |
| sky130_fd_sc_hd__and3_1 | 2 |
| sky130_fd_sc_hd__buf_2 | 2 |
| sky130_fd_sc_hd__nand3_1 | 2 |
| sky130_fd_sc_hd__nor4_1 | 2 |
| sky130_fd_sc_hd__o21bai_1 | 2 |
-- path summary, 6_finish.rpt --
kind	endpoint	from	cells past startpoint	slack, ns
setup / recovery	data_out[8]	updn_cnt	10	0.18
hold / removal	data_out[13]	data_out[13]	2	0.53
setup reg to reg	data_out[14]	data_out[0]	10	0.67
hold reg to reg	data_out[13]	data_out[13]	2	0.53
max in group asynchronous	data_out[2]	rst_	2	1.96
min in group asynchronous	data_out[8]	rst_	2	0.64
Power is estimated from default activity; no workload was simulated.
