`design/flow/config.mk`:
```
export PLATFORM = sky130hd
export DESIGN_NAME = fifo
export DESIGN_NICKNAME = fifo
export VERILOG_FILES = /design/flow/design.v
export SDC_FILE = /design/flow/constraint.sdc
export NUM_CORES = 4
export LEC_CHECK = 1
export CORE_UTILIZATION = 50
export SYNTH_HDL_FRONTEND = slang
```
`design/flow/constraint.sdc`:
```
current_design fifo

set clk_period 6.2
set clk_io_pct 0.2

create_clock -name clk0 -period $clk_period [get_ports {clk}]

set non_clock_inputs [all_inputs -no_clocks]
set_input_delay [expr $clk_period * $clk_io_pct] -clock clk0 $non_clock_inputs
set_output_delay [expr $clk_period * $clk_io_pct] -clock clk0 [all_outputs]
```
`design/flow/design.v`:
```
module fifo #(parameter WIDTH = 16,parameter DEPTH=16)
(input logic[WIDTH-1:0] fifo_data_in,input logic rst_,fifo_write,fifo_read,clk,
output logic[WIDTH-1:0] fifo_data_out,output logic fifo_full,fifo_empty);
logic [WIDTH-1:0] memory [0:DEPTH-1];
logic [$clog2(WIDTH)-1:0] wr_ptr,rd_ptr;
logic [$clog2(WIDTH):0] cntr;
always_comb begin 
	fifo_empty = cntr ==0;
	fifo_full = cntr == DEPTH;
end
always_ff@(posedge clk,negedge rst_) begin
	if(!rst_)begin
		cntr <= 0;
		wr_ptr <= 0;
		rd_ptr <= 0;
		fifo_data_out <= 0;
		memory <= '{WIDTH{0}};
	end
	else begin
		if(fifo_read&&!fifo_empty) begin 
			fifo_data_out <= memory[rd_ptr];
			cntr <= cntr -1;
			rd_ptr <= rd_ptr+1;
		end 
		else if(fifo_write&&!fifo_full) begin
			memory[wr_ptr] <=fifo_data_in;
			cntr <= cntr +1;
			wr_ptr <= wr_ptr+1;
		end
	end
end
endmodule
```
`design/flow/run.sh`:
```
#!/bin/bash
# OpenROAD 26Q1-2900-gdf79404cd8, Yosys 0.63+post, stock flow scripts
make -C /OpenROAD-flow-scripts/flow DESIGN_CONFIG=/design/flow/config.mk WORK_HOME=/design/flow/orfs finish
```
==> CHANGELOG.md <==
### Implementation results

* Setup repair after global routing missed its margin: no
* Via count at 7,270
* CTS tree: yes
* Final Hold Slack at 0.483 ns
* Distinct lib cells at 39
* Crit path cell chain: or4_1 > o21ai_4 > buf_4 > inv_2 > nor3_4 > buf_4 > mux2_2
* Final HPWL DP at 18,800 um
* Post-synthesis cell count at 822
* Tool warnings at 30
* Die area at 0.0273 sq mm
* Slowest CP cell: or4_1
* First-pass GRT wire length at 48,400 um
* Worst-Margin Slew at 0.776 ns
* Period minus WS final at 3.63 ns
* Cell Area, Synth at 0.0133 sq mm
* Worst setup EP type: flop
* Clock Skew at 0.0116 ns
* RD Place Congestion at 0.815
* Layout cell share with drive strength beyond 1 at 44.8%
* P&R area growth vs syn at 13.4%
* YS chip area at 0.0133 sq mm
* Worst setup margin at 2.57 ns
* Pwr dens at 530 mW/mm^2
* Drt first pass iters at 4
* Critical path buffers and inverters at 3
* Hold_buf cts at 0
* Fraction of registers with async set/reset at 100%
* Worst Path Required at 6.65 ns
* Max Root-Sink Buffers at 3
* Synth cell count leaders: 285 x dfrtp_1, 148 x mux2_2, 80 x mux2_4
* Max-cap viol count at 0
* Clk sinks at 285
* Post-synth EDFFs at 0
* VDD IR max at 0.266 mV
* I/O pins at 38
* Kind of critical path: reg2reg
* Final ANT Viol Nets at 0
* Grt ovf at 0
* Slew margin rel. at 48.3%
* Worst reg-to-reg setup slack at 2.57 ns
* Placed cells at 1,157
* Final Hold Fails at 0
* Most common cell in the synthesized netlist: dfrtp_1
* Row cnt at 59
* Total core area at 0.0261 sq mm
* Status: complete, no violations
* Vias per cell at 5.98
* R2R cell count at 7
* Max-area cell share at 53.5%
* Starting DRT DRC Count at 452
* Average cell area after synthesis at 16.2 sq um
* Ys flop type: dfrtp_1
* Placement Cell Area at 0.0140 sq mm
* Fin cells at 1,215
* Pre-CTS WS at 2.07 ns
* Die x size at 165 um
* Critical path depth at 7
* Largest net degree at the start of global routing at 136
* Area leader, netlist: dfrtp_1
* CP max stage delay at 0.66 ns
* Largest cells by area: dfrtp_1 53%, mux2_2 12%, mux4_2 11%
* Fin crit share at 58.6%
* Setup_tns at 0 ns
* Critical Path Most Common Cell: buf_4
* CP arrival at 4.08 ns
* Layout Cell Area excl Fill at 0.0151 sq mm
* Buffers added on ports at 37
* Worst min-delay path class: reg2reg
* Drt drc at 0
* Total Wirelength at 30,700 um
* Worst flop-to-flop path endpoint: memory[116]
* # diodes at 0
* Leakage at 6.81 nW
* Register bit total from synthesis at 285
* Initial antenna violation count at 0
* Overall Global Routing Usage at 25.8%
* Register area share after synthesis at 53.5%
* CTS resizes at 0
* CTS clk-pin slew, worst paths at 0.06 ns
* Final core utilization at 57.8%
* Family with the most delay on the worst path: simple AND/OR/NAND/NOR gates
* Crit-path max FO at 43
* Floorplan utilization at 51.0%
* Power Total at 8.02 mW
* Final setup violation count at 0
* Worst skew pair latency at 0.57 ns
* Htree depth at 1
* Chip Height at 165 um
* Num CTS Buffers at 31
* CTS Root Cell: clkbuf_16
* Worst setup SP type: flop
* Yosys cell count at 822
* # Post-CTS Setup Buffers at 0
* Vias in the first global route at 7,904
* Yosys Warn Count at 0
* Final Max Tran Viols at 0
* F_max at 0.275 GHz
* WL/cell at 25.3 um
* Worst Setup SP: cntr[0]
* Crit path to: memory[116]
* Reg2reg start: cntr[0]
[power breakdown]
group | switching, mW | internal [mW] | total (mW)
Clock | 0.774 | 1.21 | 1.98
Combinational | 1.08 | 1.69 | 2.77
Sequential | 0.554 | 2.71 | 3.27
[area by class of cell]
class	count	area (sq um)
fill	1972	11000
sequential	285	7140
multi-input combinational	467	5830
clock buffer	36	825
timing repair buffer	63	583
tap	335	419
clock inverter	22	293
inverter	7	26.3
[cell families (layout without fill, tap and decap cells)]
family	count (synthesis)	count (layout)	synth area share, %
fa+ha+maj	9	9	0.901
buf+inv	70	128	2.78
flops	285	285	53.5
xor+xnor	9	9	0.591
mux	339	339	36.2
compound gates	57	57	3.07
simple gates	53	53	2.95
[worst reg2reg max path: stages (launching register included)]
cell     delay, ns
dfrtp_1       0.44
or4_1         0.66
o21ai_4       0.16
buf_4         0.43
inv_2         0.44
nor3_4        0.66
buf_4         0.34
mux2_2        0.36
[how the worst min path moves through the flow]
stage / from / to / slack (ns) / cells past startpoint
4_1_cts: memory[56] / memory[56] / 0.48 / 1
5_1_grt: memory[53] / memory[53] / 0.50 / 1
6_report: memory[56] / memory[56] / 0.48 / 1
[flip-flops by register name, indices dropped and copies added (netlist names)]
name / cells
cntr: 5
wr_ptr: 4
fifo_data_out: 16
rd_ptr: 4
memory: 256
[routing by layer]
metal | vias to the layer above | routed length [um] | GRT usage, %
met2 | 203 | 14200 | 37.4
li1 | 3143 | - | -
met5 | - | 0 | 0
met3 | 51 | 2310 | 8.68
met4 | 0 | 765 | 5.37
met1 | 3873 | 13400 | 41.0
[placed cells by master (no fill, tap or decap), types with 7 or more instances in the layout]
cell	n
mux4_2	65
mux2_4	80
o22ai_1	15
dfrtp_1	283
a211oi_1	15
a21o_1	16
buf_4	25
nand3_1	7
ha_1	8
nand2_1	15
nor3_4	12
xnor2_1	8
mux2i_1	16
clkinv_2	9
clkbuf_16	31
mux2_2	148
mux2_1	30
clkdlybuf4s50_1	36
Power figures rest on the tool's default switching activity, not on a simulated workload.
